<file path="design/flow/constraint.sdc">
current_design mem

set clk_period 9.9
set clk_io_pct 0.2

create_clock -name clk0 -period $clk_period [get_ports {clk}]

set non_clock_inputs [all_inputs -no_clocks]
set_input_delay [expr $clk_period * $clk_io_pct] -clock clk0 $non_clock_inputs
set_output_delay [expr $clk_period * $clk_io_pct] -clock clk0 [all_outputs]
</file>
<file path="design/flow/design.v">
module mem (
	input 		clk,
	input 		reset,
	input  [127:0] 	dataIn,
	output [127:0] 	dataOut,
	input  [1:0] 	Wrp,
	input 		Wr_en,
	input  [1:0]	Rdp
);
reg [127:0] ram [3:0]; 
assign dataOut = ram [Rdp]; 
always @(posedge clk or posedge reset) begin
	if(reset) begin
	end else begin
		if (Wr_en) begin
			ram [Wrp] <= dataIn [ 31: 0];
			ram [Wrp] <= dataIn [ 63:32];
			ram [Wrp] <= dataIn [ 95:64];
			ram [Wrp] <= dataIn [127:96];
		end	
	end
end
endmodule 
</file>
<file path="design/flow/run.sh">
#!/bin/bash
# OpenROAD 26Q1-2900-gdf79404cd8, Yosys 0.63+post, stock flow scripts
make -C /OpenROAD-flow-scripts/flow DESIGN_CONFIG=/design/flow/config.mk WORK_HOME=/design/flow/orfs finish
</file>
<file path="design/flow/config.mk">
export PLATFORM = sky130hd
export DESIGN_NAME = mem
export DESIGN_NICKNAME = mem
export VERILOG_FILES = /design/flow/design.v
export SDC_FILE = /design/flow/constraint.sdc
export NUM_CORES = 4
export LEC_CHECK = 1
export CORE_UTILIZATION = 40
</file>
==> results.yml <==
# physical design summary
worst_hold_path:
  min_path_type: "primary input to register"
critical_path:
  cpPeakStageDelay_ns: 0.63
  crit_chain: "buf_2 > buf_4 > mux4_1 > clkdlybuf4s50_1"
  start_kind: "primary input"
  endpoint_kind: "output pin"
  crit_fanout: 32
  critPathTopFamily: "buffers and inverters"
  crit_arrival_ns: 3.69
  critical_path_class: "primary input to output pin"
  crit_slowest_cell: "mux4_1"
  worst_ep_required_time_ns: 7.92
  worst-path-buf-inv: 3
timing:
  fmax_mhz: 176
  totalNegativeSetupSlack_ns: 0
  final_hold_viol_count: 0
  finalCritPeriodShare_pct: 57.3
  rsz0062_at_grt: "no"
  setup-violations-final: 0
  slew_viol_final: 0
  period_needed_ns: 5.67
  slew_headroom_pct: 54.7
  worst_pin_slew_ns: 0.679
  timing.hold.ws_ns: 2.20
detailed_routing:
  routed_via_density: 4.45
  highest_layer: "met5"
  wl_met3_um: 1180
  drc: 0
  wirelength_um: 8870
  wl_met2_um: 4160
  ant_nets: 0
  post_drt_wl_per_cell_um: 16.2
  drt_first_pass_iters: 4
  dr.first_iter.drc_count: 129
  n_antenna_cell: 0
  drt-met1-wl_um: 3370
  vias: 2431
layout:
  layout-drive-gt1-share_pct: 20.0
  top_register: "ram"
  fin_cells: 546
  top_regs: "ram x128"
  largest_reg_flops: 128
  area_growth_pct: 22.1
clock_tree:
  clk_path_buf_depth: 2
  numClockSinks: 128
  cts_setup_buffers: 0
  cts-htree-levels: 4
  root_buffer: "clkbuf_16"
  cts_hold_buf: 0
  tritoncts: "yes"
  cts_made_buffers: 17
  ctsResizeCount: 0
  clkSlewWorstSetupHoldPaths_ns: 0.06
global_route:
  grt_overflow: 0
  antenna_found_initial: 1
  grt_max_degree: 33
  grtUsageTotal_pct: 14.2
  grt_pass1_wl_um: 13300
  grt_pass1_vias: 2423
floorplan:
  die_h_um: 118
  die_x_um: 118
  initCoreUtil_pct: 40.9
  core_area_um2: 13200
  dieArea_um2: 14000
  io_pins: 263
  fp-row-count: 42
flow_run:
  max_cap_violations: 0
  warning_count: 121
outcome:
  status: "finished, final reports clean"
synth:
  synth_chip_area_um2: 5420
  synth.distinct_cells: 11
  syn_area_um2: 5420
  ys_seq_share_pct: 70.9
  ys_ff: 128
  yosys_cells: 268
  postSynthAreaPerCell_um2: 20.2
  yosys_warnings: 2
  syn_inst: 268
placement:
  dp_hpwl_um: 5100
  io_buffers: 70
  gp_congestion: 0.727
  dp_cells: 514
pwr:
  peakVddDrop_uv: 122
  p_leak_nw: 2.33
  power.total_mw: 1.36
  power.density_nw_per_um2: 206
==> placed cells by master, fill, tap and decap left out <==
| cell type | netlist | final |
|---|---|---|
| and4b_2 | 0 | 1 |
| buf_2 | 3 | 2 |
| buf_4 | 96 | 8 |
| bufinv_16 | 0 | 5 |
| clkbuf_16 | 0 | 17 |
| clkdlybuf4s50_1 | 0 | 68 |
| clkinv_1 | 0 | 2 |
| clkinv_2 | 0 | 2 |
| clkinvlp_4 | 0 | 4 |
| conb_1 | 1 | 96 |
| edfxtp_1 | 128 | 128 |
| inv_6 | 0 | 2 |
| mux4_1 | 2 | 2 |
| mux4_2 | 30 | 30 |
| nor4b_2 | 0 | 1 |
| nor4bb_4 | 0 | 2 |
==> worst paths after layout <==
check / start / to / cells after the start
worst max-delay path: Rdp[0] / dataOut[22] / 4
worst min-delay path: dataIn[126] / ram[2][30] / 1
==> Yosys cell counts, drive strengths merged <==
| library cell | number | share of area [%] |
|---|---|---|
| nor4b | 1 | 0.16 |
| conb | 1 | 0.069 |
| edfxtp | 128 | 71 |
| and4b | 1 | 0.18 |
| nor4bb | 2 | 0.37 |
| buf | 103 | 15 |
| mux4 | 32 | 13 |
==> layer usage <==
layer | up-vias | global-route usage (%)
li1 | 1033 | -
met1 | 1193 | 20.0
met2 | 187 | 21.0
met3 | 16 | 8.66
met4 | 2 | 1.82
met5 | - | 0
==> cell families after synthesis <==
kind of cell,share of synthesized area (%)
buf+inv,14.9
flops,70.9
mux,13.4
other cells,0.0692
simple gates,0.715
==> cell type report <==
| type | count | area (µm²) |
|---|---|---|
| multi-input cells | 132 | 1160 |
| flip-flops and latches | 128 | 3840 |
| repair buffers | 78 | 751 |
| clock inverters | 15 | 215 |
| clock buffers | 17 | 425 |
| well taps | 176 | 220 |
| fillers | 1096 | 6620 |
==> power breakdown <==
part           internal (mW)  switching, mW  total, mW
registers              0.615        0.00345      0.619
logic                 0.0478         0.0269     0.0747
clock network          0.445          0.225      0.670
total                   1.11          0.255       1.36
==> metrics by stage <==
step | utilization (%) | cell area (µm²) | worst slack, ns
global placement | 45.2 | 5980 | 4.15
detailed placement | 45.2 | 5980 | 4.17
global route | 50.0 | 6620 | 4.11
floorplan | - | 5780 | 3.98
finish | 50.0 | 6620 | 4.23
CTS | 50.0 | 6620 | 4.18
No activity file was given, so power comes from the tool's default toggle rates.
