===== flow/design.v =====
module tagfifo(
   clock,
   reset,
   RB_Tag,
   RB_Tag_Valid,
   Rd_en,
   Tag_Out,
   tagFifo_full,
   tagFifo_empty,
   increment
);
parameter DSIZE = 5;
parameter ASIZE = 6;  
output 	[DSIZE-1:0] 	Tag_Out;
output 			tagFifo_full;
output 			tagFifo_empty;
input 	[DSIZE-1:0] 	RB_Tag;
input 			RB_Tag_Valid;
input			clock;
input			reset;
input 			Rd_en;
input 			increment;
reg [ASIZE:0] wptr;
reg [ASIZE:0] rptr;
parameter MEMDEPTH = 1<<ASIZE;
parameter MEMSIZE = 1<<ASIZE-1;
reg [DSIZE-1:0] ex_mem [0:MEMDEPTH-1];
integer i;
always @(posedge clock or posedge reset) begin
        if (reset) begin
		       wptr <= 6'b10_0000;
		       for (i=0;i<MEMSIZE;i=i+1) begin
			        ex_mem[i]<=i;
		       end
	      end
        else if (RB_Tag_Valid && !tagFifo_full) begin
           ex_mem[wptr[ASIZE-1:0]] <= RB_Tag;
           wptr <= wptr+1;
        end
end
always @(posedge clock or posedge reset) begin
    if (reset) 
		   rptr <= 6'b00_0000;
    else if (Rd_en && !tagFifo_empty && increment) 
		   rptr <= rptr+1;
	  else 
		   rptr <= rptr;
end
assign Tag_Out = ex_mem[rptr[ASIZE-1:0]];
assign tagFifo_empty = (rptr == wptr);
assign tagFifo_full = ({~wptr[ASIZE-1], wptr[ASIZE-2:0]} == rptr);
endmodule

===== flow/run.sh =====
#!/bin/bash
# OpenROAD 26Q1-2900-gdf79404cd8, Yosys 0.63+post, stock flow scripts
make -C /OpenROAD-flow-scripts/flow DESIGN_CONFIG=/design/flow/config.mk WORK_HOME=/design/flow/orfs finish

===== flow/config.mk =====
export PLATFORM = sky130hd
export DESIGN_NAME = tagfifo
export DESIGN_NICKNAME = tagfifo
export VERILOG_FILES = /design/flow/design.v
export SDC_FILE = /design/flow/constraint.sdc
export NUM_CORES = 4
export LEC_CHECK = 1
export CORE_UTILIZATION = 40

===== flow/constraint.sdc =====
current_design tagfifo

set clk_period 9.1
set clk_io_pct 0.2

create_clock -name clk0 -period $clk_period [get_ports {clock}]

set non_clock_inputs [all_inputs -no_clocks]
set_input_delay [expr $clk_period * $clk_io_pct] -clock clk0 $non_clock_inputs
set_output_delay [expr $clk_period * $clk_io_pct] -clock clk0 [all_outputs]

==> results.json <==
{
  "drv_slew": 0,
  "drc": 0,
  "worstReg2RegEnd": "ex_mem[17][1]",
  "cp.required_ps": 7280,
  "ys_cells": 1183,
  "whs_path_depth": 1,
  "grt.overflow.total": 0,
  "cts_sinks": 334,
  "topCellsByArea": "edfxtp_1 32%, dfrtp_1 15%, dfstp_2 14%, mux2_2 12%, a32oi_1 2.1%",
  "die_x_um": 197,
  "comb_area_um2": 5480,
  "diodes": 0,
  "common_cells": "162 x mux2_2, 160 x edfxtp_1, 93 x dfrtp_1, 81 x dfstp_2, 73 x nor2_1",
  "timing.fmax_ghz": 0.142,
  "fill_cells": 3381,
  "start_kind": "flip-flop",
  "hold_buffers": 0,
  "postCtsSetupBuffers": 0,
  "flop_cell": "edfxtp_1",
  "antenna_found_initial": 2,
  "wl_per_cell_um": 31.9,
  "synth_seq_share": 0.609,
  "clockBufferDepth": 3,
  "skew_ps": 11.9,
  "cp_cell_sequence": "buf_4 > nand2b_1 > nor2_1 > a2111oi_0 > o221ai_1 > nor4_1 > a31oi_1 > clkdlybuf4s50_1",
  "cap_violations": 0,
  "reg2reg_from": "rptr[2]",
  "min_period_over_period": 0.774,
  "hold_path_end": "wptr[6]",
  "portBuffers": 16,
  "final_core_util": 0.456,
  "crit_family": "AND-OR/OR-AND gates",
  "drt_wl_total_um": 55200,
  "vias": 10622,
  "path_buffers": 2,
  "top_cell_area_share": 0.316,
  "crit_slowest_cell": "a2111oi_0",
  "synth_area_um2": 15200,
  "warnings": 33,
  "cts.clk_slew.worst_paths_ps": 60,
  "rsz0062_at_grt": "false",
  "dieArea_um2": 38800,
  "synthArstFlopShare": 0.521,
  "synth_warnings": 2,
  "power_density_nw_per_um2": 326,
  "drt-initial-drc-count": 1002,
  "core_um2": 37500,
  "finalSetupViolCount": 0,
  "pin_count": 17,
  "synthDistinctLibCells": 60,
  "num_rows": 71,
  "clk_latency_ps": 560,
  "r2r_cells": 8,
  "crit_fanout": 36,
  "grt_pass1_vias": 10937,
  "root_buffer": "clkbuf_16",
  "r2r_slack_ps": 5710,
  "via_per_inst": 6.14,
  "htreeDepth": 2,
  "ant_nets": 0,
  "leakagePower_uw": 0.00636,
  "gp_congestion": 1.02,
  "top_cell": "mux2_2",
  "edf_count": 160,
  "grt_pass1_wl_um": 79800,
  "min_path_type": "flip-flop to flip-flop",
  "critPathArrivalTime_ps": 5220,
  "die_h_um": 197,
  "cts_tree": "done",
  "track_usage": 0.312,
  "synthCells": 1183,
  "fp_util": 0.405,
  "slew_headroom": 0.0326,
  "final_hold_viol_count": 0,
  "ir_worst_vdd_uv": 154,
  "crit_path_end_kind": "output port",
  "grt_start_max_net_pins": 108,
  "period_needed_ps": 7040,
  "tns_ps": 0,
  "cts_buffers": 38,
  "drive_above_1_share": 0.292,
  "firstDrtPassIters": 6,
  "synth_area_leader_cell": "edfxtp_1",
  "regArea_um2": 9260,
  "dp_hpwl_um": 38800,
  "tightest_slew_ps": 1410,
  "max_stage_delay_ps": 1260,
  "area_growth_pct": 12.4,
  "status": "finished, final reports clean",
  "path_class": "flip-flop to output port",
  "hp-start": "wptr[6]",
  "post_cts_resized": 0,
  "yosys_area_um2": 15200,
  "numSynthFlops": 334,
  "synth_area_per_cell_um2": 12.8
}
[final cells by class]
class / count / area share
Sequential cell: 334 / 0.542
Multi-Input combinational cell: 749 / 0.321
Clock buffer: 56 / 0.0658
Clock inverter: 14 / 0.00564
Inverter: 12 / 0.00293
Tap cell: 511 / 0.0374
Timing Repair Buffer: 53 / 0.0249
[registers in the layout, indices dropped and copies added, names as in the netlist]
name / cells
ex_mem: 320
wptr: 7
rptr: 7
[kinds of logic after synthesis]
group                    Yosys count  synth area share
flip-flops                       334             0.609
adder cells (fa/ha/maj)            8           0.00659
AND-OR/OR-AND                    173            0.0858
AND/OR/NAND/NOR                  372             0.127
XOR/XNOR                          20            0.0115
buffers and inverters            100            0.0301
multiplexers                     176             0.129
[placed cells by master, fill, tap and decap left out, types with 16 or more instances in the layout]
cell / Yosys / layout
nand2_1: 68 / 68
buf_4: 4 / 36
a22oi_1: 38 / 38
a32oi_1: 37 / 37
nor2_1: 73 / 72
nand3_1: 63 / 63
mux2_2: 162 / 162
dfrtp_1: 93 / 91
edfxtp_1: 160 / 160
and3_1: 29 / 29
a31oi_1: 16 / 16
nor3_1: 25 / 25
clkbuf_16: 0 / 42
nand4_1: 41 / 41
dfstp_2: 81 / 81
[where the power goes]
part	internal (uW)	switching, uW
registers	2000	283
clock network	886	617
logic	677	1100
[worst register-to-register path: cells and delay by family, from the launching register on]
kind | cells | cell delay, ps
XOR/XNOR | 1 | 210
AND/OR/NAND/NOR | 3 | 1360
flip-flops | 1 | 490
AND-OR/OR-AND | 1 | 170
multiplexers | 1 | 410
buffers and inverters | 2 | 630
[layer usage]
metal,share of wire,track usage,up-vias,routed length (um)
li1,-,-,4530,-
met5,0.00045,0.0153,-,25
met2,0.43,0.436,576,23900
met3,0.11,0.115,145,5930
met4,0.058,0.136,4,3180
met1,0.40,0.459,5367,22200
[through the flow]
stage	std cells	worst slack, ps	total power [uW]	area, um^2	hold slack [ps]
after detailed placement	1659	3200	4040	15900	478
after floorplan	1183	2700	3270	15200	462
after CTS	1729	2590	5550	17100	495
after global routing	1729	2160	5770	17100	515
after global placement	1659	3130	4040	15900	478
final	1729	2060	5560	17100	495
[worst max path at each step]
stage     cells after the start  slack (ps)          to     from
4_1_cts                       8        2590  Tag_Out[2]  rptr[2]
5_1_grt                       8        2160  Tag_Out[2]  rptr[2]
6_report                      8        2060  Tag_Out[2]  rptr[2]
Power is estimated from default activity; no workload was simulated.
