--- /design/flow/design.v ---
module regfile(
	input			clock,
	input			reset,
	input 	[31: 0]		Data_In,
	input 	[ 4: 0]		Waddr,
	input			W_en,
	output	[31: 0]		Data_out1,
	input	[ 4: 0]		Rd_Addr1,
	output	[31: 0]		Data_out2,
	input	[ 4: 0]		Rd_Addr2
);
reg 	[32: 0] RegFile [32: 0];
integer i;
always @ (posedge clock or posedge reset) 
begin
	if (reset) 
	begin
		for(i=0;i< 32;i=i+1)
		begin 
		if (i==0)
		RegFile[i] <= 0; 
		else if (i==1)
		RegFile[i] <= 1; 
		else if (i==2)
		RegFile[i] <= 2; 
		else if (i==3)
		RegFile[i] <= 3; 
		else if (i==4)
		RegFile[i] <= 4; 
		else if (i==5)
		RegFile[i] <= 5; 
		else if (i==31)
		RegFile[i] <= 31; 
		else
		RegFile[i] <= 0; 
		end	
	end else 
	begin
		if (W_en)
		begin
			RegFile [Waddr] <= Data_In; 
		end
	end
end
assign Data_out1 = RegFile[Rd_Addr1];
assign Data_out2 = RegFile[Rd_Addr2];
endmodule
--- /design/flow/run.sh ---
#!/bin/bash
# OpenROAD 26Q1-2900-gdf79404cd8, Yosys 0.63+post, stock flow scripts
make -C /OpenROAD-flow-scripts/flow DESIGN_CONFIG=/design/flow/config.mk WORK_HOME=/design/flow/orfs finish
--- /design/flow/config.mk ---
export PLATFORM = sky130hd
export DESIGN_NAME = regfile
export DESIGN_NICKNAME = regfile
export VERILOG_FILES = /design/flow/design.v
export SDC_FILE = /design/flow/constraint.sdc
export NUM_CORES = 4
export LEC_CHECK = 1
export CORE_UTILIZATION = 30
export SYNTH_HDL_FRONTEND = slang
--- /design/flow/constraint.sdc ---
current_design regfile

set clk_period 10.0
set clk_io_pct 0.2

create_clock -name clk0 -period $clk_period [get_ports {clock}]

set non_clock_inputs [all_inputs -no_clocks]
set_input_delay [expr $clk_period * $clk_io_pct] -clock clk0 $non_clock_inputs
set_output_delay [expr $clk_period * $clk_io_pct] -clock clk0 [all_outputs]
==> flow report <==
==========================================================================================
Fraction of the yosys area taken by sequential cells ........................        45.6%
Hold Crit Depth .............................................................            1
Proportion of netlist area held by the largest area contributor .............        45.0%
Top cells, area ............................................................. sky130_fd_sc_hd__dfrtp_1, sky130_fd_sc_hd__mux2_2, sky130_fd_sc_hd__mux2i_1
Die Width ...................................................................       435 µm
Worst Hold Margin ...........................................................     0.509 ns
Worst reg2reg endpoint ...................................................... RegFile[441]
Final clock skew ............................................................         0 ns
Number of nets with antenna violations after detailed routing ...............            0
Number of remaining DRC errors ..............................................            0
Via Count ...................................................................        38900
Cell Chain, Critical Path ................................................... clkdlybuf4s50_1 > nor2b_4 > buf_4 > buf_4 > a22o_1 > nor3_1 > a31oi_1 > nand3_1 > clkdlybuf4s50_1
Hold Crit Class .............................................................   reg -> reg
Count of mapped cells out of synthesis ......................................         4606
Mapped Avg Cell Area ........................................................     12.2 µm²
Biggest combinational cell group after synthesis ............................ multiplexers
Netlist Area Pre-Place ......................................................   0.0563 mm²
FP Core Util ................................................................        30.3%
Max Transition Viols Final ..................................................            0
Signal arrival time at the worst endpoint ...................................      5.54 ns
Pre-CTS setup slack .........................................................      2.50 ns
Reported max-cap violation count ............................................            0
Critical path peak fanout ...................................................           47
Number of inserted filler cells in the final layout .........................        18200
Die Ht ......................................................................       435 µm
Unrepaired setup endpoints after global routing .............................        false
Clk network pwr share .......................................................        32.9%
Htree depth .................................................................            3
Most instantiated logic cells after routing ................................. sky130_fd_sc_hd__mux2i_1, sky130_fd_sc_hd__dfrtp_1, sky130_fd_sc_hd__mux2_2
Relative slew slack .........................................................        39.6%
Result of the run ........................................................... finished, final reports clean
Area taken by multi-input logic gates .......................................   0.0283 mm²
Leakage power summed over all cells .........................................    0.0288 µW
Endpoint required time on the critical path .................................      8.00 ns
Resize count post-CTS .......................................................            0
Area inside the core boundary ...............................................    0.186 mm²
Wire length of the first global-routing pass ................................    273000 µm
Worst min-delay path startpoint ............................................. RegFile[456]
TritonCTS buffer count ......................................................          103
Yosys stat cell total .......................................................         4606
Post-synth mux share ........................................................        38.7%
Sum of negative setup slack .................................................         0 ns
R2r setup slk ...............................................................      9.20 ns
Biggest regs ................................................................ RegFile (1024)
Overall overflow remaining after global route ...............................            0
Count of endpoints failing hold in the final timing report ..................            0
Actual slew at the worst max-slew pin .......................................     0.904 ns
Number of warnings reported in the yosys synthesis log ......................            0
Most common cell after layout, fill and taps aside .......................... sky130_fd_sc_hd__mux2i_1
Power share of the combinational group ......................................        20.3%
Fraction of final layout cells with drive strength greater than 1 ...........        29.4%
Routability Congestion ......................................................        0.858
Worst hold path endpoint .................................................... RegFile[456]
Switching Share .............................................................        28.9%
Clock edge transition at the registers on the reported setup and hold paths .      0.06 ns
Pre-antenna DRT Iters .......................................................            5
Number of DRC markers after the initial detailed-route iteration ............         3221
Floorplan row count .........................................................          158
Count of pins on the block boundary .........................................          114
Total Routing Usage GR ......................................................        19.8%
Stage delay of the slowest cell on the critical path ........................      0.73 ns
Chip area in the Yosys report ...............................................   0.0563 mm²
Post-CTS repair timing setup buffer count ...................................            0
Area share of fa/ha/maj cells after synthesis ...............................           0%
CP Launch Type .............................................................. primary input
Post-Synth Simple-Gate Area .................................................        4.38%
Number of global-route vias before repair ...................................        39200
Filler-free cell count of the finished design ...............................         7085
Worst ir drop on vdd ........................................................   0.000136 V
CTS sink count ..............................................................         1024
Net Switching ...............................................................      3410 µW
Critical Setup Path Class ...................................................    in -> out
Detail-routed via count per cell ............................................         5.49
Post-layout minimum cycle time ..............................................      7.54 ns
Total die size ..............................................................    0.189 mm²
Worst Setup Slack, final ....................................................      2.46 ns
Setup-failing EPs final .....................................................            0
Clock tree from TritonCTS ...................................................        built
Clock Latency Late Sink .....................................................      0.70 ns
Internal power component ....................................................      8410 µW
R2R Path Start .............................................................. RegFile[441]
Register share of total power ...............................................        46.8%
Xor and xnor area share after synthesis .....................................           0%
Post-CTS Hold Fix Bufs ......................................................            0
Half-perimeter wire length of the detailed placement result .................    105000 µm
Area growth, synth to finish ................................................        11.5%
Ys flops ....................................................................         1024
Yosys cell types ............................................................           30
Max FFs per register ........................................................         1024
Antenna violations before repair ............................................            1
Cell type with the largest total area ....................................... sky130_fd_sc_hd__dfrtp_1
Inst Count DP ...............................................................         6898
Utilization after layout ....................................................        33.8%
Post-Synth AOI/OAI Area .....................................................        6.97%
Register containing the most flip-flops in the final layout .................      RegFile
Pwr Density .................................................................   188 mW/mm²
Flip-flop and latch area ....................................................   0.0256 mm²
Final wirelength ............................................................    185000 µm
Pin count of the biggest net entering global routing ........................          122
IO buf count ................................................................          113
Worst Reg2Reg Path Length in Cells ..........................................            1
CTS Root Cell ............................................................... sky130_fd_sc_hd__clkbuf_16
Mean routed wirelength per cell .............................................      26.1 µm
Tool warnings ...............................................................           36
Kind of end point of the critical path ...................................... primary output
Critical-path cell with the highest stage delay ............................. sky130_fd_sc_hd__buf_4
Max Root-Sink Buffers .......................................................            3
Tcrit/Tclk final ............................................................        75.4%
Highest achievable clock rate ...............................................    0.133 GHz
==========================================================================================
[per-stage QoR]
stage / total power, µW / instance area (µm²)
after global routing: 12400 / 62700
after floorplan: 7260 / 56300
after global placement: 7920 / 59400
after detailed placement: 7980 / 59400
after CTS: 11900 / 62700
final: 11800 / 62700
[power by group through the flow]
stage	Combinational (µW)	Clock [µW]	Sequential [µW]
4_1_cts	2410	3970	5520
6_report	2400	3890	5530
5_1_grt	2600	4120	5650
[cells in the mapped netlist]
cell type,instances
sky130_fd_sc_hd__and2_1,2
sky130_fd_sc_hd__nor3b_2,3
sky130_fd_sc_hd__nor2b_1,4
sky130_fd_sc_hd__buf_6,56
sky130_fd_sc_hd__clkbuf_1,193
sky130_fd_sc_hd__nand2_1,211
sky130_fd_sc_hd__a22oi_1,192
sky130_fd_sc_hd__nor3_1,65
sky130_fd_sc_hd__and3_1,1
sky130_fd_sc_hd__nor3b_1,1
sky130_fd_sc_hd__nor2_4,16
sky130_fd_sc_hd__and3b_1,1
sky130_fd_sc_hd__inv_1,1
sky130_fd_sc_hd__nor2_1,3
sky130_fd_sc_hd__a31oi_1,64
sky130_fd_sc_hd__mux2_1,37
sky130_fd_sc_hd__dfstp_2,12
sky130_fd_sc_hd__dfrtp_1,1012
sky130_fd_sc_hd__or3b_4,1
sky130_fd_sc_hd__or2_2,3
sky130_fd_sc_hd__mux2_2,987
sky130_fd_sc_hd__buf_1,22
sky130_fd_sc_hd__a22o_1,128
sky130_fd_sc_hd__mux2i_1,1024
sky130_fd_sc_hd__nand3b_1,4
sky130_fd_sc_hd__nand2b_1,4
sky130_fd_sc_hd__buf_4,64
sky130_fd_sc_hd__a21oi_1,192
sky130_fd_sc_hd__buf_2,109
sky130_fd_sc_hd__nand3_1,194
[critical path, delay by kind of cell]
family / cells / cell delay (ns)
AND-OR/OR-AND: 2 / 0.64
AND/OR/NAND/NOR: 3 / 0.60
buffers and inverters: 4 / 2.26
[metal layers]
metal / vias to the layer above / wire [µm] / share of wire, % / track usage [%]
met3: 341 / 12600 / 6.8 / 4.45
met1: 20400 / 78600 / 42 / 27.5
li1: 16900 / - / - / -
met4: 2 / 7380 / 4.0 / 6.57
met2: 1277 / 86500 / 47 / 31.1
met5: - / 80 / 0.043 / 0.302
[logic make-up after synthesis]
family / count (synthesis)
muxes: 2048
DFF: 1024
buffers and inverters: 445
and+or+nand+nor: 513
AOI/OAI and AO/OA: 576
[worst max-delay path by stage]
stage,startpoint,to,slack [ns],cells after the start
4_1_cts,Rd_Addr1[0],Data_out1[15],2.46,9
5_1_grt,Rd_Addr1[2],Data_out1[27],2.40,8
6_report,Rd_Addr1[0],Data_out1[25],2.46,9
[cell type report]
cell class	instances	share of cell area (%)
Clock buffer	157	4.85
Inverter	1	0.0120
Tap cell	2480	4.95
Multi-Input combinational cell	3137	45.1
Timing Repair Buffer	256	3.79
Antenna cell	1	0.00399
Clock inverter	29	0.441
Sequential cell	1024	40.9
No activity file was given, so power comes from the tool's default toggle rates.
